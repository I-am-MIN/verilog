<file path="flow/config.mk">
export PLATFORM = sky130hd
export DESIGN_NAME = uart_rx
export DESIGN_NICKNAME = uart_rx
export VERILOG_FILES = /design/flow/design.v
export SDC_FILE = /design/flow/constraint.sdc
export NUM_CORES = 4
export LEC_CHECK = 1
export CORE_UTILIZATION = 30
</file>
<file path="flow/constraint.sdc">
current_design uart_rx

set clk_period 3.3
set clk_io_pct 0.2

create_clock -name clk0 -period $clk_period [get_ports {clk}]

set non_clock_inputs [all_inputs -no_clocks]
set_input_delay [expr $clk_period * $clk_io_pct] -clock clk0 $non_clock_inputs
set_output_delay [expr $clk_period * $clk_io_pct] -clock clk0 [all_outputs]
</file>
<file path="flow/design.v">
module uart_rx #(
    parameter DATA_WIDTH    = 8
)(
    input   logic                       clk,
    input   logic                       i_rx_en,
    input   logic                       i_rx_serial,
    input   logic                       i_cfg_parity,
    input   logic [1:0]                 i_cfg_bits,
    input   logic [1:0]                 i_cfg_baud,
    output  logic [DATA_WIDTH-1:0]      o_rx_data,
    output  logic                       o_rx_busy,
    output  logic                       o_rx_done,
    input   logic                       rst_n                
);
    enum {IDLE, START, DATA, PARITY, STOP} state;
    logic [15:0]                    baud_cnt;
    logic [15:0]                    baud_cnt_lmt;
    logic [2:0]                     bit_cnt;
    logic [2:0]                     bit_lmt;
    logic [7:0]                     rx_data_reg;
    logic                           rx_parity_err;
    always_comb begin
        baud_cnt_lmt        = '0;
        case (i_cfg_baud)
            2'b00: baud_cnt_lmt     = 14'd867;       
            2'b01: baud_cnt_lmt     = 14'd5207;      
            2'b10: baud_cnt_lmt     = 14'd10415;     
        endcase
    end
    always_comb begin
        case (i_cfg_bits)
            2'b00: bit_lmt          = 3'd4;
            2'b01: bit_lmt          = 3'd5;
            2'b10: bit_lmt          = 3'd6;
            2'b11: bit_lmt          = 3'd7;
        endcase
    end
    assign o_rx_busy    = ~(state == IDLE);
    always_ff @ (posedge clk, negedge rst_n) begin
        if (~rst_n) begin
            state           <= IDLE;
            baud_cnt        <= '0;
            bit_cnt         <= '0;  
            o_rx_data         <= '0;
            rx_data_reg     <= '0;
            rx_parity_err   <= 1'b0; 
            o_rx_done       <= 1'b0;
        end else begin
            case (state)
                IDLE: begin
                    rx_parity_err       <= 1'b0;
                    o_rx_done           <= 1'b0;
                    if (~o_rx_busy && i_rx_en && ~i_rx_serial) begin
                        state           <= START;
                    end
                end
                START: begin
                    if (baud_cnt == baud_cnt_lmt[13:1]) begin
                        baud_cnt        <= '0;
                        if (~i_rx_serial) state           <= DATA;
                    end else begin
                        baud_cnt        <= baud_cnt + 1'b1;
                    end
                end
                DATA: begin
                    if (baud_cnt == baud_cnt_lmt) begin
                        baud_cnt        <= '0;
                        rx_data_reg[bit_cnt] <= i_rx_serial;
                        rx_parity_err   <= rx_parity_err ^ i_rx_serial;
                        if (bit_cnt == bit_lmt) begin
                            bit_cnt         <= '0;
                            state           <= (i_cfg_parity) ? PARITY : STOP;
                        end else begin
                            bit_cnt         <= bit_cnt +1'b1;
                        end                      
                    end else begin
                        baud_cnt        <= baud_cnt + 1'b1;
                    end
                end
                PARITY: begin
                    if (baud_cnt == baud_cnt_lmt) begin
                        baud_cnt        <= '0;
                        state           <= STOP;
                        rx_parity_err   <= rx_parity_err ^ i_rx_serial;
                    end else begin
                        baud_cnt        <= baud_cnt + 1'b1;
                    end
                end
                STOP: begin
                    if (baud_cnt == baud_cnt_lmt + baud_cnt_lmt[13:1]) begin
                        baud_cnt        <= '0;
                        state           <= IDLE;
                        o_rx_data       <= rx_data_reg;
                        o_rx_done       <= 1'b1;
                    end else begin
                        baud_cnt        <= baud_cnt + 1'b1;
                    end
                end
            endcase
        end
    end
endmodule
</file>
<file path="flow/run.sh">
#!/bin/bash
# OpenROAD 26Q1-2900-gdf79404cd8, Yosys 0.63+post, stock flow scripts
make -C /OpenROAD-flow-scripts/flow DESIGN_CONFIG=/design/flow/config.mk WORK_HOME=/design/flow/orfs finish
</file>
==> qor.csv <==
metric,value,unit
status,"finished, final reports clean",
Synth Cell Area,2684,um^2
clock transition at the registers of the reported paths,90,ps
CP Max Fanout,4,
Crit path required time,3500,ps
Hold WC Path Type,in2async,
Log Warnings,37,
drt pass-1 iters,4,
share of layout cells above drive strength 1,0.2222,
remaining antenna violation count,0,
first-pass GRT wire length,10170,um
Fill cells,878,
antenna violations before repair,0,
Synth top area share,0.3730,
Unique cell types,49,
"count leader, synth",dfrtp_1,
Max Root-Sink Buffers,2,
Worst setup EP type,flop,
worst path bufs/invs,1,
WS Path Type,in2reg,
Power Density,519.1,nW/um^2
Yosys Instances,286,
Synth async-reset ratio,1.000,
yosys adder share,0.06527,
placer's final routability congestion estimate,0.9025,
Die Width,96.59,um
H-Tree Depth,2,
"non-filler cells, final",432,
largest net degree at the start of global routing,22,
area of placed instances,3132,um^2
die area,9329,um^2
Starting DRT DRC Count,121,
CTS tree,done,
hold_ws,295.6,ps
final slew viol count,0,
synth warn,1,
Late-Pin Clk Latency,300,ps
core outline area,8678,um^2
Synth area leaders,"dfrtp_1 (37%), ha_1 (6.5%), mux2_2 (4.6%)",
max reg flops,16,
Leak Pwr,1.501,nW
max_cap viols,0,
peak supply drop,0.2590,mV
All-Layer GR Usage,0.1429,
crit path launch type,primary input,
Mean Syn Cell Area,9.384,um^2
DRC,0,
synthesis-to-finish area growth,23.54,%
CTS buffer count,5,
worst slew pin tran,492.0,ps
Hold Fails Final Rpt,0,
Synth Register Bits,41,
ao+oa area frac,0.1552,
Overflow after GRT,0,
Die H,96.59,um
final WL,6063,um
io pins,19,
RSZ-0062 raised after global routing,no,
final critical-path required period,3092,ps
Final period util,0.9369,
max incr delay on CP,550,ps
Crit path arrival time,3290,ps
Cells after Synth,286,
Top logic family,simple AND/OR/NAND/NOR gates,
HPWL Detailed,4469,um
Worst path slowest cell,or4_4,
Peak Freq,0.3234,GHz
Max Clock Skew,6.343,ps
number of vias per cell,5.127,
"Seq/Total Area, Yosys",0.3828,
Rows,34,
cell taking the most area after synthesis,dfrtp_1,
Final Util,0.3821,
Via Count,2215,
Port Buf Inserts,18,
Post-Layout Inst Area,3316,um^2
Post-synth top cells,"dfrtp_1 (40), o21ai_0 (23), nand2_1 (20)",
final setup fails,0,
Placed Cells,421,
WL/cell,14.03,um
and+or+nand+nor area frac,0.2070,
"CP delay by family, top",simple AND/OR/NAND/NOR gates,
"mux frac, synth",0.07646,
Antenna Cells,0,
# clock sinks,41,
critical path cell sequence,"dlygate4sd2_1, ha_1, or4_4, a2111oi_4, nand4_2, or3_4, nor4b_4, mux2_4",
floorplan utilization,0.3093,
"XOR Share, Synth",0.05874,
Setup Total Neg Slack,0,ps
reg2reg setup slack,540,ps
post-synth tally of flip-flops with integrated enable,0,
Yosys Chip Area,2684,um^2
clock root buffer,clkbuf_8,
max_slew headroom,0.6695,
vias in the first global route,2071,
"Primary FF master, synth",dfrtp_1,
-- worst paths after layout --
path	startpoint	endpoint	cells after the start
setup / recovery	i_cfg_baud[1]	rx_data_reg[0]$_DFFE_PN0P_	8
hold / removal	rst_n	o_rx_data[5]$_DFFE_PN0P_	1
setup reg to reg	baud_cnt[11]$_DFFE_PN0P_	rx_data_reg[0]$_DFFE_PN0P_	6
hold reg to reg	rx_data_reg[1]$_DFFE_PN0P_	rx_data_reg[1]$_DFFE_PN0P_	2
max in group asynchronous	rst_n	state[0]$_DFF_PN1_	2
min in group clk0	rx_data_reg[1]$_DFFE_PN0P_	rx_data_reg[1]$_DFFE_PN0P_	2
-- per-layer routing --
metal  track usage  wire, um  share of wire
met1        0.2219      3011           0.50
met2        0.2236      2695           0.44
met3       0.01989       294          0.048
met4       0.01471        61          0.010
met5             0         0              0
-- power breakdown --
part           switching (W)  total, W  internal [W]
sequential          0.000104  0.000657      0.000553
combinational       0.000354  0.000648      0.000294
clock               0.000189  0.000416      0.000226
-- kinds of logic (layout without fill, tap and decap cells) --
kind of cell,after synthesis,after routing
simple gates,97,97
compound gates,61,61
flops,41,41
buf+inv,36,74
mux,19,19
xor+xnor,18,18
fa+ha+maj,14,14
-- stage by stage --
step                      worst slack [ps]  total power, W
after floorplan                      11.91        0.001093
final                                208.2        0.001721
after global placement              -486.2        0.001289
after detailed placement            -486.5        0.001293
after global routing                 33.79        0.001845
after CTS                           -3.935        0.001721
-- cells in the final DEF, fill, tap and decap left out, types with 3 or more instances in the layout --
cell / instances
nand3_1: 13
mux2i_1: 7
clkdlybuf4s50_1: 15
mux2_2: 10
or3_1: 6
a22o_1: 3
inv_1: 15
nor2_1: 9
nand2_1: 19
ha_1: 14
o21ai_0: 23
and3_1: 4
nand4_1: 7
clkbuf_8: 5
buf_4: 31
nor4_1: 5
dfrtp_1: 40
xor2_1: 10
xnor2_1: 8
a221o_1: 3
a21o_1: 9
nor3_1: 12
or4_1: 3
a21oi_1: 8
or2_2: 4
-- cell type report --
type | count | area, um^2 | area share
timing repair buffer | 50 | 420.4 | 0.1268
sequential | 41 | 1027 | 0.3098
clock inverter | 3 | 46.29 | 0.01396
inverter | 16 | 60.06 | 0.01811
tap | 108 | 135.1 | 0.04075
multi-input combinational | 209 | 1558 | 0.4698
clock buffer | 5 | 68.82 | 0.02075
-- repair_timing --
item / 4_1_cts / 5_1_grt
pin swaps: 7 / 5
setup buffers: 2 / 1
gates resized: 6 / 6
gates cloned: 0 / 0
setup endpoints to repair: 24 / 16
hold buffers: 0 / 0
No activity file was given, so power comes from the tool's default toggle rates.
