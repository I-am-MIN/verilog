### ./config.mk
export PLATFORM = sky130hd
export DESIGN_NAME = spram
export DESIGN_NICKNAME = spram
export VERILOG_FILES = /design/flow/design.v
export SDC_FILE = /design/flow/constraint.sdc
export NUM_CORES = 4
export LEC_CHECK = 1
export CORE_UTILIZATION = 40
### ./constraint.sdc
current_design spram

set clk_period 4.7
set clk_io_pct 0.2

create_clock -name clk0 -period $clk_period [get_ports {clk}]

set non_clock_inputs [all_inputs -no_clocks]
set_input_delay [expr $clk_period * $clk_io_pct] -clock clk0 $non_clock_inputs
set_output_delay [expr $clk_period * $clk_io_pct] -clock clk0 [all_outputs]
### ./design.v
module spram #(
    parameter ADDR_WIDTH    = 32,
    parameter DATA_WIDTH    = 32,
    parameter DEPTH         = 64
)(
    input   logic                       clk,        
    input   logic                       reset,
    input   logic                       ce,
    input   logic                       we,
    input   logic [ADDR_WIDTH-1:0]      addr,
    input   logic [DATA_WIDTH-1:0]      wdata,
    output  logic [DATA_WIDTH-1:0]      rdata       
);
    logic [DATA_WIDTH-1:0]      mem [DEPTH];
    logic [ADDR_WIDTH-1:0]      addr_r;
    assign rdata            = mem[addr_r];
    always_ff @ (posedge clk, negedge reset) begin
        if (~reset) begin
        end
        else if (ce) begin
            if (we)
                mem[addr]   <= wdata;
            addr_r      <= addr;
        end
    end
endmodule
### ./run.sh
#!/bin/bash
# OpenROAD 26Q1-2900-gdf79404cd8, Yosys 0.63+post, stock flow scripts
make -C /OpenROAD-flow-scripts/flow DESIGN_CONFIG=/design/flow/config.mk WORK_HOME=/design/flow/orfs finish
==> impl_metrics.json <==
{
  "clk_pin_slew_ns": 0.06,
  "hold_ws_ns": 0.561,
  "final_cells": 7406,
  "track_usage_pct": 30.9,
  "power.switching_mw": 7.94,
  "violations": "setup timing",
  "finalMaxSlewViolations": 0,
  "cp_max_fo": 13,
  "max_freq_ghz": 0.201,
  "power_leakage_nw": 30.7,
  "synth_cells": 4143,
  "p_seq_share_pct": 54.1,
  "portBuffers": 73,
  "overflow": 0,
  "fill_cells": 14286,
  "placed_area_sq_um": 82500,
  "synth_top_flop_cell": "edfxtp_1",
  "powerDensity_nw_per_um2": 399,
  "yosysChipArea_sq_um": 75200,
  "h-tree-depth": 4,
  "relSlewSlack_pct": 45.3,
  "drive_gt1_share_pct": 26.2,
  "netlist_area_sq_um": 75200,
  "hold_viol_final": 0,
  "syn_avg_cell_area_sq_um": 18.1,
  "cts_tree": "yes",
  "hpwl_um": 156000,
  "path_common_cell": "buf_6",
  "core_area_sq_um": 186000,
  "synth-edff-count": 2054,
  "postLayoutSetupSlackWorst_ns": -0.280,
  "cp_cell_sequence": "buf_6 -> buf_6 -> nor4_4 -> buf_4 -> and2_2 -> buf_6 -> a22o_1 -> nor4_1 -> and4b_2 -> a31oi_4 -> buf_6 -> clkdlybuf4s50_1",
  "pwr-share-comb_pct": 4.7,
  "total_power_mw": 37.4,
  "min_period_ns": 4.98,
  "drv_cap": 0,
  "drt_iter0_drc": 3682,
  "cp_data_required_time_ns": 3.76,
  "first_pass_iters": 6,
  "die_area_sq_um": 190000,
  "critPathKind": "flop to output port",
  "clkSinkCount": 2054,
  "ys_cells": 4143,
  "max_slew.worst_pin.slew_ns": 0.821,
  "clkPwrFrac_pct": 41.2,
  "cp.arrival_ns": 4.04,
  "final_cell_mix": "2054 x edfxtp_1, 620 x a22oi_1, 340 x buf_4, 218 x clkbuf_16, 156 x a22o_1",
  "grt_max_degree": 65,
  "synthArstFlopShare_pct": 0,
  "synth_seq_share_pct": 82.1,
  "cp-end-kind": "output port",
  "hp-class": "input pin to flop",
  "placed_cells": 6813,
  "ant_nets": 0,
  "clk_path_buf_depth": 3,
  "finish.utilization_pct": 50.4,
  "antenna_found_initial": 4,
  "grt_pass1_vias": 46676,
  "drc": 0,
  "cp_slowest_cell": "clkdlybuf4s50_1",
  "cts_hold_buffers": 0,
  "cts_buffers": 199,
  "die_y_um": 435,
  "p_int_mw": 29.4,
  "setup.worst_path.start_class": "flop",
  "core.rowCount": 158,
  "fin_area_sq_um": 93800,
  "yosys_warnings": 2,
  "netSwitchingFraction_pct": 21.2,
  "ys.flops": 2054,
  "warning_count": 54,
  "initCoreUtil_pct": 40.4,
  "gp_congestion": 0.966,
  "critPathTopFamily": "buffers and inverters",
  "layout.cells.most_common": "edfxtp_1",
  "rsz0062_at_grt": "yes",
  "viasPerCell": 6.23,
  "synthDistinctLibCells": 43,
  "die_w_um": 435,
  "area_growth_pct": 24.7,
  "grt_pass1_wl_um": 365000,
  "critical_path.max_stage_delay_ns": 0.46,
  "tns_ns": -2.45,
  "place_ws_ns": -0.0849,
  "ir_drop_mv": 0.333,
  "outcome": "finished with violations",
  "wl_per_cell_um": 37.3,
  "period_used_pct": 106,
  "critPathBufInv": 6,
  "wirelength_um": 276000,
  "io_pins": 100,
  "dr_total_vias": 46165,
  "cts_root_buf": "clkbuf_16",
  "setup_viol": 20
}
[area by class of cell]
class | instances | area (sq um) | area share [%]
Sequential cell | 2054 | 61700 | 65.8
Multi-Input combinational cell | 1826 | 14900 | 15.8
Timing Repair Buffer | 681 | 7850 | 8.38
Clock buffer | 245 | 5260 | 5.61
Tap cell | 2480 | 3100 | 3.31
Clock inverter | 115 | 997 | 1.06
Antenna cell | 4 | 10.0 | 0.0107
Inverter | 1 | 3.75 | 0.00400
[synthesized netlist by cell type (8+ instances only)]
cell type | instances | area share (%)
a31oi_1 | 24 | 0.20
and2_0 | 15 | 0.12
nor3_1 | 59 | 0.39
o32a_1 | 8 | 0.11
a22oi_1 | 671 | 6.7
and2_1 | 48 | 0.40
nor2_1 | 97 | 0.48
a22o_1 | 161 | 1.9
edfxtp_1 | 2054 | 82
buf_2 | 71 | 0.47
nand3_1 | 163 | 1.1
clkbuf_1 | 149 | 0.74
nand4_1 | 113 | 0.94
nor4_1 | 41 | 0.34
nand2_1 | 103 | 0.51
buf_1 | 27 | 0.13
and4_1 | 11 | 0.13
a221oi_1 | 14 | 0.16
and3_1 | 133 | 1.1
a2111oi_0 | 40 | 0.47
buf_4 | 12 | 0.12
o2bb2ai_1 | 20 | 0.23
a21oi_1 | 27 | 0.18
and4b_1 | 15 | 0.20
[cells by family after synthesis]
group                  Yosys count  share of synthesized area (%)
DFF                           2054                           82.1
AOI/OAI and AO/OA              991                           10.2
buffers and inverters          266                           1.57
and+or+nand+nor                828                           6.07
muxes                            4                         0.0599
[final timing paths]
check	startpoint	end	slack [ns]	cells after the start
max	addr_r[0]$_DFFE_PP_	rdata[31]	-0.28	12
min	wdata[10]	mem[37][10]$_DFFE_PP_	0.56	1
[sequential cells by signal, summed over array words and instances (netlist names)]
register	count
addr_r	6
mem	2048
[what timing repair did]
item                                   in CTS  in global routing
gates cloned                               13                 16
pin swaps                                  64                140
gates resized                             317                269
endpoints found under the hold margin       0                  0
setup buffers                              75                140
setup endpoints to repair                  32                 32
[power by group through the flow]
stage	clock network (mW)	logic (mW)	registers (mW)
after CTS	15.5	1.62	20.2
final	15.4	1.75	20.2
after global routing	16.2	1.83	20.2
[metal layers]
| layer | up-vias | part of all wire, % | wire length (um) | GRT usage (%) |
|---|---|---|---|---|
| met5 | - | 0.59 | 1630 | 5.77 |
| met4 | 45 | 6.2 | 17100 | 13.6 |
| met3 | 838 | 22 | 60200 | 29.2 |
| met2 | 4208 | 44 | 121000 | 42.1 |
| met1 | 22498 | 28 | 76400 | 31.6 |
| li1 | 18576 | - | - | - |
No activity file was given, so power comes from the tool's default toggle rates.
