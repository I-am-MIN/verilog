===== flow/design.v =====
module uart_tx #(
    parameter DATA_WIDTH    = 8
)(
    input   logic                       clk,
    input   logic                       i_tx_en,
    input   logic [DATA_WIDTH-1:0]      i_tx_data,
    input   logic                       i_cfg_parity,
    input   logic [1:0]                 i_cfg_bits,
    input   logic [1:0]                 i_cfg_baud,
    output  logic                       o_tx_serial,
    output  logic                       o_tx_busy,
    output  logic                       o_tx_done,
    input   logic                       rst_n                
);
    enum {IDLE, START, DATA, PARITY, STOP} state;
    logic [15:0]                    baud_cnt;
    logic [15:0]                    baud_cnt_lmt;
    logic [2:0]                     bit_cnt;
    logic [2:0]                     bit_lmt;
    logic [7:0]                     tx_data_reg;
    logic                           tx_parity_reg;
    always_comb begin
        baud_cnt_lmt        = '0;
        case (i_cfg_baud)
            2'b00: baud_cnt_lmt     = 14'd867;       
            2'b01: baud_cnt_lmt     = 14'd5207;      
            2'b10: baud_cnt_lmt     = 14'd10415;     
        endcase
    end
    always_comb begin
        case (i_cfg_bits)
            2'b00: bit_lmt          = 3'd4;
            2'b01: bit_lmt          = 3'd5;
            2'b10: bit_lmt          = 3'd6;
            2'b11: bit_lmt          = 3'd7;
        endcase
    end
    always_comb begin
        o_tx_serial = 1'b1;
        case (state)
            IDLE:   o_tx_serial = 1'b1;
            START:  o_tx_serial = 1'b0;
            DATA:   o_tx_serial = tx_data_reg[bit_cnt];
            PARITY: o_tx_serial = tx_parity_reg;
            STOP:   o_tx_serial = 1'b1;
        endcase
    end
    assign o_tx_busy    = ~(state == IDLE);
    always_ff @ (posedge clk, negedge rst_n) begin
        if (~rst_n) begin
            state           <= IDLE;
            baud_cnt        <= '0;
            bit_cnt         <= '0;  
            tx_data_reg     <= '0;
            tx_parity_reg   <= 0; 
            o_tx_done       <= 1'b0; 
        end else begin
            case (state)
                IDLE: begin
                    o_tx_done       <= 1'b0;
                    if (~o_tx_busy && i_tx_en) begin
                        tx_data_reg     <= i_tx_data;
                        tx_parity_reg   <= 1'b0;
                        state           <= START;                        
                    end
                end
                START: begin
                    if (baud_cnt == baud_cnt_lmt) begin
                        baud_cnt        <= '0;
                        state           <= DATA;                        
                    end else begin
                        baud_cnt        <= baud_cnt + 1'b1;
                    end
                end
                DATA: begin
                    if (baud_cnt == baud_cnt_lmt) begin
                        baud_cnt        <= '0;
                        tx_parity_reg   <= tx_parity_reg ^ tx_data_reg[bit_cnt];
                        if (bit_cnt == bit_lmt) begin
                            bit_cnt         <= '0;
                            state           <= (i_cfg_parity) ? PARITY : STOP;
                        end else begin
                            bit_cnt         <= bit_cnt +1'b1;
                        end                      
                    end else begin
                        baud_cnt        <= baud_cnt + 1'b1;
                    end
                end
                PARITY: begin
                    if (baud_cnt == baud_cnt_lmt) begin
                        baud_cnt        <= '0;
                        state           <= STOP;                        
                    end else begin
                        baud_cnt        <= baud_cnt + 1'b1;
                    end
                end
                STOP: begin
                    if (baud_cnt == baud_cnt_lmt) begin
                        baud_cnt        <= '0;
                        state           <= IDLE;
                        o_tx_done       <= 1'b1;                        
                    end else begin
                        baud_cnt        <= baud_cnt + 1'b1;
                    end
                end
            endcase
        end
    end
endmodule

===== flow/run.sh =====
#!/bin/bash
# OpenROAD 26Q1-2900-gdf79404cd8, Yosys 0.63+post, stock flow scripts
make -C /OpenROAD-flow-scripts/flow DESIGN_CONFIG=/design/flow/config.mk WORK_HOME=/design/flow/orfs finish

===== flow/config.mk =====
export PLATFORM = sky130hd
export DESIGN_NAME = uart_tx
export DESIGN_NICKNAME = uart_tx
export VERILOG_FILES = /design/flow/design.v
export SDC_FILE = /design/flow/constraint.sdc
export NUM_CORES = 4
export LEC_CHECK = 1
export CORE_UTILIZATION = 30

===== flow/constraint.sdc =====
current_design uart_tx

set clk_period 3.1
set clk_io_pct 0.2

create_clock -name clk0 -period $clk_period [get_ports {clk}]

set non_clock_inputs [all_inputs -no_clocks]
set_input_delay [expr $clk_period * $clk_io_pct] -clock clk0 $non_clock_inputs
set_output_delay [expr $clk_period * $clk_io_pct] -clock clk0 [all_outputs]

==> flow_metrics.env <==
# source this file to load flow results
export IMPL_p_leak_nw=1.09
export IMPL_finalCriticalPeriod_ns=2.98
export IMPL_total_power_mw=1.04
export IMPL_die_y_um=82.4
export IMPL_tool_warnings=29
export IMPL_fp_dieW_um=82.4
export IMPL_num_vias=1523
export IMPL_layout_top_cells="dfrtp_1 (33), o21ai_0 (19), clkdlybuf4s50_1 (17)"
export IMPL_power_frac_clock=0.491
export IMPL_io_buffers=18
export IMPL_clock_latency_ns=0.29
export IMPL_antenna_found_initial=0
export IMPL_cp_start_kind="input port"
export IMPL_gp_congestion=0.782
export IMPL_rsz0062_at_grt="false"
export IMPL_grt_usage=0.134
export IMPL_switching_power_mw=0.200
export IMPL_worst_r2r_setup_slack_ns=0.69
export IMPL_r2r_cells=6
export IMPL_row_count=28
export IMPL_cts_sinks=34
export IMPL_path_clk_slew_ns=0.07
export IMPL_hold_path_class="reg2reg"
export IMPL_drcViolationCount=0
export IMPL_finalSetupViolations=0
export IMPL_postCtsHoldBufs=0
export IMPL_p_sw_frac=0.192
export IMPL_instances_no_fill=298
export IMPL_postSynthAreaPerCell_um2=10.1
export IMPL_area_leaders="dfrtp_1 (43%), mux2_2 (6.4%), o21ai_0 (4.9%)"
export IMPL_antennaDiodeCount=0
export IMPL_numSynthFlops=34
export IMPL_crit_required_ns=3.27
export IMPL_lay_top_count="dfrtp_1"
export IMPL_cts_resized=0
export IMPL_place_hpwl_mm=2.75
export IMPL_cts_buffers=5
export IMPL_largest_register_ffs=16
export IMPL_gr_total_overflow=0
export IMPL_drt_iter0_drc=86
export IMPL_final_antenna_net_count=0
export IMPL_clock_fmax_mhz=336
export IMPL_ir_drop_uv=262
export IMPL_r2r_start="baud_cnt[3]"
export IMPL_drv_slew=0
export IMPL_post_drt_wl_per_cell_um=13.4
export IMPL_r2r_end="baud_cnt[10]"
export IMPL_status="finished, final reports clean"
export IMPL_tritoncts="built"
export IMPL_placedCellCount=289
export IMPL_finClkSkew_ns=0.00367
export IMPL_fin_area_um2=2440
export IMPL_relSlewSlack=0.674
export IMPL_postCtsSetupRepairBufs=0
export IMPL_grt_pass1_vias=1391
export IMPL_io_pins=19
export IMPL_crit_type="in2reg"
export IMPL_clock_path_buffers=2
export IMPL_routed_via_density=5.11
export IMPL_fp_utilization=0.320
export IMPL_synthCells=192
export IMPL_whs_ns=0.479
export IMPL_synth_top_area_share=0.426
export IMPL_post_route_period_util=0.960
export IMPL_yosysWarningCount=1
export IMPL_seq_power_share=0.442
export IMPL_fill_cells=590
export IMPL_grt_pass1_wl_mm=6.73
export IMPL_finalHoldViolations=0
export IMPL_grt_max_degree=35
export IMPL_h_tree_depth=2
export IMPL_ys_seq_share=0.439
export IMPL_area_growth_pct=25.7
export IMPL_core_area_um2=6060
export IMPL_synth_cell_types=45
export IMPL_min_from="baud_cnt[15]"
export IMPL_synth_chip_area_um2=1940
export IMPL_ys_cells=192
export IMPL_dieArea_um2=6790
export IMPL_worstPathArrival_ns=3.15
export IMPL_critPathMaxFanout=6
export IMPL_powerDensity_nw_per_um2=426
export IMPL_drv_cap=0
export IMPL_netlist_area_um2=1940
export IMPL_drive_above_1_share=0.197
export IMPL_post_route_util=0.402
export IMPL_tightestPinTransition_ns=0.488
export IMPL_place_area_um2=2260
export IMPL_p_comb_frac=0.066
export IMPL_routed_wl_mm=3.99
export IMPL_first_pass_iters=5
export IMPL_root_buffer="clkbuf_8"
export IMPL_end_kind="flip-flop"
export IMPL_min_delay_path_depth=1
export IMPL_synth_top_cell_by_area="dfrtp_1"
export IMPL_whs_endpoint="baud_cnt[15]"
export IMPL_p_int_mw=0.839
-- stage by stage --
| stage | worst slack (ns) | TNS, ns |
|---|---|---|
| CTS | 0.0568 | 0 |
| global placement | -0.221 | -2.52 |
| detailed placement | -0.256 | -2.55 |
| finish | 0.124 | 0 |
| floorplan | 0.272 | 0 |
| global route | 0.0185 | 0 |
-- critical path: stages --
cell	delay, ns
clkdlybuf4s50_1	0.47
inv_1	0.08
ha_4	0.21
xor2_1	0.13
or4_4	0.42
or4_4	0.54
or3_4	0.42
a31oi_1	0.18
o31ai_1	0.09
-- power groups by stage --
stage	clock, mW	sequential (mW)	combinational (mW)
4_1_cts	0.518	0.459	0.0685
5_1_grt	0.540	0.460	0.0773
6_report	0.510	0.459	0.0690
-- cell families after synthesis --
kind of cell / synth area share
flops: 0.439
compound gates: 0.145
mux: 0.0871
xor+xnor: 0.0316
fa+ha+maj: 0.0452
simple gates: 0.223
buf+inv: 0.0290
-- per-layer routing --
metal | vias up | track usage | part of all wire
met4 | 0 | 0.0175 | 0.013
met5 | - | 0 | 0
li1 | 770 | - | -
met1 | 731 | 0.212 | 0.50
met3 | 4 | 0.0234 | 0.035
met2 | 18 | 0.201 | 0.45
-- cells in the mapped netlist (all sizes together) --
library cell and number:
nor4b 2, nand2 15, nor4 3, mux2 11, a221o 1, xnor2 4, a21o 4, nand3 7
or4 3, nor2 8, inv 7, or3 2, o2bb2ai 1, o31ai 2, o21ai 20, o22ai 1
and3 12, nor3 5, buf 1, and2 2, a22o 6, nor2b 7, clkbuf 5, dfstp 1
and4 3, nand2b 1, a21oi 2, nand4 1, ha 7, and2b 1, dfrtp 33, nor3b 1
o21a 1, mux4 2, and3b 1, o21bai 1, xor2 3, a31oi 5
-- worst max path at each step --
stage	from	end	slack (ns)	cells after the start
4_1_cts	i_cfg_baud[0]	baud_cnt[13]	0.06	9
5_1_grt	bit_cnt[0]	o_tx_serial	0.02	4
6_report	i_cfg_baud[0]	baud_cnt[10]	0.12	9
-- final cells by class --
| class | count | area, um2 | share of cell area |
|---|---|---|---|
| clock buffer | 6 | 82.6 | 0.0339 |
| clock inverter | 2 | 60.1 | 0.0246 |
| inverter | 7 | 26.3 | 0.0108 |
| multi-input combinational | 146 | 1060 | 0.437 |
| sequential | 34 | 852 | 0.350 |
| tap | 75 | 93.8 | 0.0385 |
| timing repair buffer | 28 | 258 | 0.106 |
Power and IR drop assume default switching activity.
